===== flow/run.sh =====
#!/bin/bash
# OpenROAD 26Q1-2900-gdf79404cd8, Yosys 0.63+post, stock flow scripts
make -C /OpenROAD-flow-scripts/flow DESIGN_CONFIG=/design/flow/config.mk WORK_HOME=/design/flow/orfs finish

===== flow/config.mk =====
export PLATFORM = sky130hd
export DESIGN_NAME = i2c_master
export DESIGN_NICKNAME = i2c_master
export VERILOG_FILES = /design/flow/design.v
export SDC_FILE = /design/flow/constraint.sdc
export NUM_CORES = 4
export LEC_CHECK = 1
export CORE_UTILIZATION = 30

===== flow/constraint.sdc =====
current_design i2c_master

set clk_period 7.1
set clk_io_pct 0.2

create_clock -name clk0 -period $clk_period [get_ports {clk}]

set non_clock_inputs [all_inputs -no_clocks]
set_input_delay [expr $clk_period * $clk_io_pct] -clock clk0 $non_clock_inputs
set_output_delay [expr $clk_period * $clk_io_pct] -clock clk0 [all_outputs]

===== flow/design.v =====
`timescale 1ns / 1ps
module i2c_master
    (
    input clk,reset,
    input [7:0] data_in,
    input [15:0] divisor,  
    input [6:0] address_slave,
    input [2:0] order,
    input wr_enable,
    inout tri sda,
    output tri scl,
    output finish,
    output ready , done 
    );
    localparam START   = 3'b000;
    localparam WR      = 3'b001;
    localparam RD      = 3'b010;
    localparam STOP    = 3'b011;
    localparam RESTART = 3'b100;
    localparam idle             = 5'd0;
    localparam hold             = 5'd1;
    localparam start1           = 5'd2;
    localparam start2           = 5'd3;
    localparam addr1            = 5'd4;
    localparam addr2            = 5'd5;
    localparam addr3            = 5'd6;
    localparam addr4            = 5'd7;
    localparam addr_end         = 5'd8;
    localparam data1_write      = 5'd9;
    localparam data2_write      = 5'd10;
    localparam data3_write      = 5'd11;
    localparam data4_write      = 5'd12;
    localparam data_end_write   = 5'd13;
    localparam stop1            = 5'd14;
    localparam stop2            = 5'd15;
    localparam data1_read       = 5'd16;
    localparam data2_read       = 5'd17;
    localparam data3_read       = 5'd18;
    localparam data4_read       = 5'd19;
    localparam data_end_read    = 5'd20;
    localparam restart          = 5'd21;
     reg [4:0]  state_reg, state_next;   
     reg [15:0] count_reg, count_next;  
     wire [15:0] quarter, half;   
     reg [8:0]  tx_reg, tx_next;  
     reg [8:0]  rx_reg, rx_next;  
     reg [2:0]  order_reg, order_next;  
     reg [3:0]  bit_reg, bit_next;  
     reg [7:0] data_received;
     reg sda_next, scl_next, sda_reg, scl_reg, data_phase;
     reg done_tick_i, ready_i;
     wire into_master;
     reg wr_bit;
     always @(posedge clk or posedge reset)
        begin
           if (reset) begin
              sda_reg <= 1'b1;
              scl_reg <= 1'b1;
           end
           else begin
              sda_reg <= sda_next;
              scl_reg <= scl_next;
           end
        end
        assign scl = (scl_reg) ? 1'b1 : 1'b0; 
      assign into_master = (data_phase && order_reg==RD && bit_reg<8 && state_reg>8) ||  
                         (data_phase && order_reg==WR && bit_reg==8);  
      assign sda =  sda_reg; 
      always @(posedge clk , posedge reset)
      begin
            if (reset) begin
               state_reg <= idle;
               count_reg     <= 0;
               bit_reg   <= 0;
               order_reg   <= 0;
               tx_reg    <= 0;
               rx_reg    <= 0;
               data_received <=0;
            end
            else begin
               state_reg <= state_next;
               count_reg     <= count_next;
               bit_reg   <= bit_next;
               order_reg   <= order_next;
               tx_reg    <= tx_next;
               rx_reg    <= rx_next;
            end
      end
        assign quarter = divisor;
       assign half = {quarter [14:0] , 1'b0};  
       always@(*)
       begin
       state_next = state_reg;
       count_next = count_reg +1;
       bit_next = bit_reg;
       tx_next = tx_reg;
       rx_next = rx_reg;
       order_next = order_reg;
       done_tick_i = 1'b0;
       ready_i = 1'b0;
       scl_next = 1'b1;
       sda_next = 1'b1;
       data_phase = 1'b0;
       case (state_reg)
       idle: begin
       ready_i=1'b1;
       if (wr_enable && order==START) begin  
           state_next = start1;
           count_next = 0;
           end
           end
           start1: begin           
                   sda_next = 1'b0;
                   if (count_reg==half) begin
                      count_next = 0;
                      state_next = start2;
               end
               end
             start2: begin
             sda_next = 1'b0;
             scl_next = 1'b0;
             if (count_reg==quarter) begin
                count_next = 0;
                state_next = hold;
             end
             end  
              hold: begin            
            ready_i = 1'b1;
            sda_next = 1'b0;
            scl_next = 1'b0;
            if (wr_enable) begin
               order_next = order;
               count_next = 0;
               case (order) 
                  RESTART, START:   
                     state_next = restart;
                  STOP:                 
                     state_next = stop1;
                  default: begin 
                  if(order==RD)
                  wr_bit=1;
                  else if(order==WR)
                  wr_bit=0;           
                     bit_next   = 0;
                     state_next = addr1;
                      tx_next    = {1'b0 , address_slave, wr_bit};  
                  end               
               endcase
            end
         end 
         addr1: begin
            sda_next   = tx_reg[7];
            scl_next   = 1'b0;
            data_phase = 1'b1;
            if (count_reg==quarter) begin
               count_next = 0;
               state_next = addr2;
            end
         end
         addr2: begin
            sda_next   = tx_reg[7];
            data_phase = 1'b1;
            if (count_reg==quarter) begin
               count_next = 0;
               state_next = addr3;
            end
         end
        addr3: begin
            sda_next   = tx_reg[7];
            data_phase = 1'b1;
            if (count_reg==quarter) begin
               count_next = 0;
               state_next = addr4;
            end
         end
         addr4: begin
            sda_next   = tx_reg[7];
            scl_next   = 1'b0;
            data_phase = 1'b1;
            if (count_reg==half) begin
               count_next = 0;
               if (bit_reg==7) begin
                  state_next = addr_end; 
                tx_next    = { data_in,1'b0 }; 
               end else begin
                  tx_next  = {tx_reg[7:0],1'b0};
                  bit_next = bit_reg+1;
                  state_next = addr1;
               end
            end
         end
         addr_end: begin
            sda_next=1'bz;
            if (count_reg==half) begin
               count_next = 0;
               bit_next   = 0;
               if(wr_bit==0)
               state_next = data1_write;
               else if(wr_bit==1'b1) begin
               state_next = data1_read;
               rx_next=0;
               end
            end
         end
         data1_write: begin
         sda_next = tx_reg[8]; 
         scl_next = 1'b0;   
         data_phase = 1'b1; 
         if (count_reg==quarter) begin 
            count_next     = 0;  
            state_next = data2_write; 
           end 
           end
           data2_write: begin
           sda_next = tx_reg[8];
           data_phase = 1'b1; 
           if (count_reg==quarter) begin
              count_next = 0;
              state_next = data3_write;
               end
               end
               data3_write: begin
               sda_next = tx_reg[8]; 
               data_phase = 1'b1; 
               if (count_reg==quarter) begin
                  count_next     = 0;
                  state_next = data4_write;
               end
            end
            data4_write: begin
                    sda_next = tx_reg[8];
                    scl_next = 1'b0;
                    data_phase = 1'b1;
                    if (count_reg==quarter) begin
                       count_next = 0;
                       if (bit_reg==7) begin     
                          state_next = data_end_write; 
                          done_tick_i = 1'b1;
                       end 
                       else begin
                          tx_next = {tx_reg[7:0], 1'b0};
                          bit_next = bit_reg + 1;
                          state_next = data1_write;
                       end
                    end
              end
              data_end_write: begin
              sda_next = 1'b0;
              scl_next = 1'b0;
              if (count_reg==half) begin
                 count_next = 0;
                 state_next = stop1;
              end
           end
         data1_read: begin
         sda_next=1'bz;
         sda_reg=1'bz;
         rx_next[0] = sda;
         scl_next = 1'b0;   
         data_phase = 1'b1; 
         if (count_reg==quarter) begin 
            count_next     = 0;  
            state_next = data2_read; 
           end 
           end
           data2_read:begin
            sda_next=1'bz;
            sda_reg=1'bz;
            rx_next[0] = sda;
            scl_next = 1'b1;  
             data_phase = 1'b1; 
             if (count_reg==quarter) begin 
            count_next     = 0;  
            state_next = data3_read; 
           end 
           end
         data3_read: begin
          sda_next=1'bz;
          sda_reg=1'bz;
         rx_next[0] = sda;
         data_phase = 1'b1; 
               if (count_reg==quarter) begin
                  count_next     = 0;
                  state_next = data4_read;
           end
            end
            data4_read: begin
                    sda_next=1'bz;
                    sda_reg=1'bz;
                    scl_next = 1'b0;
                    data_phase = 1'b1;
                    if (count_reg==half) begin
                       count_next = 0;
                       if (bit_reg==7) begin   
                         data_received =rx_reg[7:0]; 
                          state_next = data_end_read; 
                          done_tick_i = 1'b1;
                       end 
                       else begin
                          bit_next = bit_reg + 1;
                          state_next = data1_read;
                          rx_next = {rx_reg[7:0],1'b0};
                  end
                  end
                  end
            data_end_read: begin
              sda_next = 1'bz;
              scl_next = 1'b0;
              done_tick_i=1;
              if (count_reg==half) begin
                 count_next = 0;
                 state_next = stop1;     
                       end
                    end
           restart:               
           if (count_reg==half) begin
              count_next= 0;
              state_next = start1;
           end
        stop1: begin           
           sda_next = 1'b0;
           if (count_reg==half) begin
              count_next = 0;
              state_next = stop2;
           end
        end
        stop2:                
           if (count_reg==half) begin
             done_tick_i=1;
              state_next = idle;
              end
            endcase
       end
       assign finish =  ( done_tick_i && state_reg==stop2 )  ; 
       assign done = done_tick_i;
       assign ready = ready_i;            
endmodule

==> ci_impl_report.md <==
## PnR job results

| Metric | Value |
|---|---|
| Status | complete, no violations |
| GR Util All Layers | 13.3% |
| Top cells by area | dfrtp_1 41%, xor2_1 13%, nand2_1 6.3% |
| Slew @ Worst Pin | 0.763 ns |
| Xor/xnor cell area share of the yosys netlist | 15.8% |
| Worst-path clk slew | 0.08 ns |
| TritonCTS clock tree | done |
| Commonest cells in the netlist | 42 x nand2_1, 41 x dfrtp_1, 37 x xor2_1 |
| Yosys cell types | 46 |
| Share of the synthesized area in the top cell type | 41.0% |
| Vias in the first global route | 1898 |
| Buf+Inv Stages, Crit Path | 2 |
| RSZ-0062 raised after global routing | no |
| Hold_buf cts | 0 |
| Ys Warns | 14 |
| Clock Power Share | 33.5% |
| Flip-flops with a built-in enable | 0 |
| YS chip area | 2500 µm² |
| CTS Buffer Depth | 2 |
| Fin Setup TNS | 0 ns |
| Buffer count from post-CTS setup fixing | 0 |
| Clk_skew | 0.00609 ns |
| Die Span X | 93.3 µm |
| Switching power | 0.162 mW |
| Post-Syn Area | 2500 µm² |
| CTS root buf | clkbuf_8 |
| H-tree levels | 2 |
| Number of DRC markers in iteration 0 | 82 |
| Max frequency | 0.189 GHz |
| Number of remaining DRC errors | 0 |
| Tool warnings | 40 |
| Critical R2R Launch | count_reg[2] |
| Ports | 42 |
| Final min period | 5.28 ns |
| Dpl cells | 387 |
| Fraction of layout instances using a drive strength above 1 | 7.17% |
| Yosys adder share | 1.00% |
| Sw Ratio | 27.6% |
| Critical path required time | 5.68 ns |
| Floorplan Utilization | 31.7% |
| AO/OA Area Share | 9.81% |
| Reg-to-reg endpoint | count_reg[7] |
| Die Ht | 93.3 µm |
| Simple Share, Synth | 23.1% |
| Largest net degree at the start of global routing | 44 |
| Crit end category | output pin |
| CORE AREA | 7890 µm² |
| Total wire length | 5100 µm |
| Post-DR wirelength/cell | 12.9 µm |
| Worst VDD drop | 98.4 µV |
| Worst Path Class, Setup | in -> out |
| Reg2Reg Setup Slack | 4.31 ns |
| Critical Path Start Type | input port |
| Syn_area_per_cell | 9.26 µm² |
| IO Port Bufs | 25 |
| # Cells Yosys | 270 |
| Area growth syn-to-layout | 17.5% |
| Worst EP arrival | 3.86 ns |
| CP max stage delay | 0.56 ns |
| First-pass GRT wire length | 9110 µm |
| Crit path launch | divisor[9] |
| Vias | 1904 |
| Max FO, Critical Path | 12 |
| FILL cells | 758 |
| Most frequent cell after synthesis | nand2_1 |
| PwrDens | 200 nW/µm² |
| Most common reg cell | dfrtp_1 |
| Register pins left without a clock | 1 |
| Post-Synthesis Cells | 270 |
| Hpwl dp | 3730 µm |
| # diodes | 0 |
| Min-Delay Path Class | reg -> reg |
| Endpoints left unconstrained | 1 |
| Gr ovfl total | 0 |
| Combinational Power Share | 16.4% |
| Final Hold Violation Tally | 0 |
| Post-synthesis cell type with the largest combined area | dfrtp_1 |
| Crit path to | finish |
| Max-cap violations | 0 |
| Final Cycle Share | 74.3% |
| Final cell count without fillers | 395 |
| Tot Pwr | 0.587 mW |
| CP cell instances | clkdlybuf4s50_1 > xor2_1 > nor4_1 > and4_1 > a21oi_1 > a21oi_1 > clkdlybuf4s50_1 |
| Die footprint | 8700 µm² |
| R2R depth | 5 |
| Initial DRT Pass Iterations | 4 |
| WP depth | 7 |
| CP max stage cell | and4_1 |
| Leakage | 1.30 nW |
| Initial antenna violation count | 0 |
| Ys flops | 44 |
| Sequential Power Share | 50.1% |
| Skew-Pair Late Insertion Delay | 0.29 ns |
| GP Congestion | 0.844 |
| Vias/cell | 4.82 |
| Setup-failing EPs final | 0 |
| Detail Route Antenna Nets | 0 |
| Pint | 0.425 mW |
| Top logic family | simple AND/OR/NAND/NOR gates |
| Max Slew Vio Count | 0 |
| Slew HR | 49.1% |
| Total CTS buffers | 5 |
| Largest delay contributor family on the critical path | simple AND/OR/NAND/NOR gates |
| Post-CTS sizing | 0 |
| Async SR Flop Fraction | 97.7% |
| Row count | 32 |
| Mux contribution to synthesized area | 1.75% |
## final cells by class
type	count	area, µm²	share of cell area (%)
flip-flops and latches	44	1090	37.2
clock inverters	2	35.0	1.19
inverters	12	45.0	1.53
well taps	102	128	4.34
repair buffers	27	265	9.03
multi-input cells	202	1290	43.9
clock buffers	6	82.6	2.81
## cell families (layout without fill, tap and decap cells)
family / after synthesis / after routing
XOR/XNOR: 45 / 45
buffers and inverters: 24 / 47
AND/OR/NAND/NOR: 116 / 116
multiplexers: 4 / 4
latches: 1 / 1
adder cells (fa/ha/maj): 2 / 2
other: 1 / 1
AND-OR/OR-AND: 34 / 34
flip-flops: 43 / 43
## layout by cell type (no fill, tap or decap), types with 3 or more instances in the layout
cell type	n
nor2b_1	3
clkbuf_8	6
a21oi_1	4
nand3_1	9
xor2_1	37
and4_1	3
clkdlybuf4s50_1	25
nor4_1	11
mux2_2	3
nor2_1	25
xnor2_1	8
nand3b_1	4
nand4_1	3
inv_1	11
nand2_1	42
nor3_1	5
dfrtp_1	41
o21ai_0	13
## worst min-delay path by stage
stage / to / cells past startpoint / start
CTS: state_reg[16] / 2 / state_reg[16]
global route: flip-flop / 2 / state_reg[3]
finish: state_reg[16] / 2 / state_reg[16]
## worst register-to-register path: stages, from the launching register on
cell	delay (ns)
dfrtp_1	0.46
xor2_1	0.20
nor4_2	0.40
nand4_1	0.59
a221oi_4	0.88
nor2_1	0.12
## power by group through the flow
| stage | clock (mW) | sequential (mW) | combinational, mW |
|---|---|---|---|
| 4_1_cts | 0.202 | 0.294 | 0.0973 |
| 5_1_grt | 0.212 | 0.298 | 0.109 |
| 6_report | 0.197 | 0.294 | 0.0966 |
## per-layer routing
layer  up-vias  routed length (µm)  part of all wire (%)  track usage, %
met3         8                 158                   3.1            1.99
met5         -                   0                     0               0
met4         0                 101                   2.0            2.18
li1        960                   -                     -               -
met2        30                2310                    45            20.1
met1       906                2530                    50            20.9
## stage by stage
| step | hold slack (ns) | utilization, % | instance area [µm²] | setup slack (ns) |
|---|---|---|---|---|
| after floorplan | 0.451 | - | 2500 | 3.11 |
| after global placement | 0.474 | 35.8 | 2820 | 1.86 |
| after detailed placement | 0.481 | 35.8 | 2820 | 1.85 |
| after CTS | 0.502 | 37.2 | 2940 | 1.82 |
| after global routing | 0.531 | 37.2 | 2940 | 1.71 |
| final | 0.496 | 37.2 | 2940 | 1.82 |
No activity file was given, so power comes from the tool's default toggle rates.
